File: run.sh
#!/bin/bash
# OpenROAD 26Q1-2900-gdf79404cd8, Yosys 0.63+post, stock flow scripts
make -C /OpenROAD-flow-scripts/flow DESIGN_CONFIG=/design/flow/config.mk WORK_HOME=/design/flow/orfs finish
File: config.mk
export PLATFORM = sky130hd
export DESIGN_NAME = counter8
export DESIGN_NICKNAME = counter8
export VERILOG_FILES = /design/flow/design.v
export SDC_FILE = /design/flow/constraint.sdc
export NUM_CORES = 4
export LEC_CHECK = 1
export CORE_AREA = 10 10 70 70
export DIE_AREA = 0 0 80 80
File: constraint.sdc
current_design counter8

set clk_period 2.1
set clk_io_pct 0.2

create_clock -name clk0 -period $clk_period [get_ports {clk}]

set non_clock_inputs [all_inputs -no_clocks]
set_input_delay [expr $clk_period * $clk_io_pct] -clock clk0 $non_clock_inputs
set_output_delay [expr $clk_period * $clk_io_pct] -clock clk0 [all_outputs]
File: design.v
module counter8 (
    input  wire       clk,
    input  wire       rst_n,    
    output reg  [7:0] cnt
);
    always @(posedge clk or negedge rst_n) begin
        if (!rst_n) 
            cnt <= 8'b0;
        else
            cnt <= cnt + 8'b1;
    end
endmodule
==> results.env <==
CTS_NUM_SINKS=8
GROUTE.USAGE.OVERALL_PCT=2.47
CTS.HOLD.BUFFERS_ADDED=0
PLACEMENT_ROWS=21
CRITICAL_PATH.MAX_FANOUT=5
FLOORPLAN.INITIALDENSITY_PCT=9.27
YOSYSCHIPAREA_UM2=317
VIA_PER_INST=2.70
MAX_CLOCK_FREQ_MHz=615
NUMPORTBUFFERS=9
WORST-ENDPOINT-REQUIRED_PS=1680
POWER.TOTAL_uW=273
CTS.REPAIR_TIMING.SETUP_BUFFER_COUNT=0
DRIVE_ABOVE_1_SHARE_PCT=13.9
DRT_TOTAL_WL_UM=729
DR.FIRST_ITER.DRC_COUNT=12
CORE_UM2=3420
WORST_R2R_PATH_DEPTH=3
OVERFLOW=0
FINAL_SETUP_VIOLATION_COUNT=0
NFILLCELLS=396
SYNTHESIS.INSTANCES=24
SETUP_SLACK_OF_THE_WORST_REGISTER_TO_REGISTER_PATH_PS=1090
MAX-SLEW-MARGIN-REL_PCT=75.0
AREA_DELTA_SYNTH_FINAL_PCT=53.8
SYNTH.YOSYS.NUM_CELLS=24
KIND_OF_CRITICAL_PATH='flop to primary output'
CP_TOP_FAMILY='buffers and inverters'
ROUTED_WIRE_LENGTH_PER_INSTANCE_UM=8.89
SYN_AREA_UM2=317
REGMOSTFLOPS='cnt'
REG2REG_TO='cnt[7]$_DFF_PN0_'
TIMING_HOLD_VIOLATIONS_FINAL=0
SYNTH_CELL_TYPES=11
MAX_SLEW.WORST_PIN.SLEW_PS=374
GRT_START_MAX_NET_PINS=9
WORST_SETUP_PATH_ENDPOINT='cnt[3]'
DETAILROUTE.VIA_COUNT=221
GRT_ANTENNA_BEFORE_REPAIR=0
PLACE_CONGESTION=0.681
DRV_SLEW=0
GRT_PASS1_WL_UM=1170
CRIT_PATH_END_KIND='primary output'
YS_SEQ_ELEMENTS=8
PLACE_HPWL_UM=591
HP-CLASS='primary input to async pin'
DETAILEDROUTE.FIRSTPASSITERATIONCOUNT=2
DIEAREA_UM2=6400
TOP_REGISTERS='cnt (8)'
P_PER_AREA_nW_PER_UM2=561
DIE-HEIGHT_UM=80
YOSYS.STAT.SEQSHARE_PCT=63.2
FINAL.SETUP_SKEW_PS=0.611
WARNINGS=25
CRIT_PATH_TOP_DELAY_CELL='clkdlybuf4s50_1'
CTS-ROOT-TO-SINK-BUFFERS=2
DETAIL-ROUTE-ANTENNA-NETS=0
NUMCTSBUFFERS=3
SETUP-TNS-FINAL_PS=0
FLOORPLAN.IO_PINS=10
ANTENNADIODECOUNT=0
WORSTPATHARRIVAL_PS=1210
CP_CELL_SEQUENCE='clkdlybuf4s50_1'
YOSYS_WARNING_TALLY=1
TIMING.CRITICAL_PATH.FROM='cnt[3]$_DFF_PN0_'
INSERTION_DELAY_PS=250
DIE_WIDTH_UM=80
R2R-START='cnt[2]$_DFF_PN0_'
LARGEST_REG_FLOPS=8
STAGES_ON_THE_WORST_SETUP_PATH=1
MULTI_INPUT_COMB_AREA_UM2=113
CTS.CLK_SLEW.WORST_PATHS_PS=50
MAXCAP_VIOLATIONS=0
TRITONCTS='built'
P_LEAK_nW=0.197
AVGSYNTHCELLAREA_UM2=13.2
CRITPATHMAXSTAGEDELAY_PS=510
CP-START-KIND='flop'
RSZ0062_AT_GRT='false'
WORST-PATH-BUF-INV=1
FINAL_WORST_PATH_CYCLE_SHARE_PCT=77.5
REGISTER_AREA_UM2=200
DRC=0
POST_CTS.RESIZED_INSTANCES=0
IR_DROP_mV=0.255
PERIOD_MINUS_SLACK_PS=1630
CTSHTREEMAXLEVEL=1
OUTCOME='complete, no violations'
CLOCK_TREE.ROOT_CELL='clkbuf_4'
GRT_PASS1_VIAS=239
## routing by layer
metal | part of all wire, % | routed length [um] | GRT usage (%)
met1 | 59 | 433 | 3.58
met2 | 28 | 201 | 2.41
met3 | 13 | 94 | 2.50
met4 | 0 | 0 | 0.176
met5 | 0 | 0 | 0
## cells by family (layout without fill, tap and decap cells)
family	Yosys count	count (layout)	synth area share [%]
xor+xnor	6	6	16.6
fa+ha+maj	1	1	3.95
buf+inv	1	13	1.18
flops	8	8	63.2
simple gates	8	8	15.0
## synth_stat cells
master / number / area share [%]
dfrtp_1: 8 / 63
xnor2_1: 3 / 8.3
xor2_1: 3 / 8.3
nand2_1: 2 / 2.4
nand3_1: 2 / 3.2
and3_1: 1 / 2.0
ha_1: 1 / 4.0
inv_1: 1 / 1.2
nand3_2: 1 / 3.2
nor2_1: 1 / 1.2
nor3_2: 1 / 3.2
## worst min path at each step
stage     start               end  slack (ps)  depth (start not counted)
6_report  rst_n  cnt[5]$_DFF_PN0_         450                          1
5_1_grt   rst_n  cnt[3]$_DFF_PN0_         460                          1
4_1_cts   rst_n  cnt[5]$_DFF_PN0_         460                          1
## power by group
group	leakage [nW]	switching (mW)	total (mW)	internal, mW
logic	0.0809	0.00296	0.00460	0.00164
clock network	0.0138	0.0489	0.114	0.0652
registers	0.102	0	0.154	0.154
total	0.197	0.0519	0.273	0.221
## cell usage in the layout (no fill, tap or decap)
cell type,count
clkdlybuf4s50_1,9
nand2_1,2
inv_1,1
nor2_1,1
nand3_2,1
ha_1,1
clkbuf_4,3
xor2_1,3
nand3_1,2
dfrtp_1,8
xnor2_1,3
nor3_2,1
and3_1,1
## stage by stage
| step | hold slack (ps) | worst slack [ps] | instance area, um^2 | util, % | cells |
|---|---|---|---|---|---|
| global route | 461 | 414 | 487 | 14.2 | 82 |
| finish | 453 | 473 | 487 | 14.2 | 82 |
| detailed placement | 463 | 750 | 464 | 13.6 | 79 |
| CTS | 455 | 469 | 487 | 14.2 | 82 |
| floorplan | 124 | 1190 | 317 | - | 24 |
| global placement | 464 | 762 | 464 | 13.6 | 79 |
## layout make-up
type | instances | share of cell area (%)
clock buffer | 3 | 4.63
inverter | 1 | 0.771
multi-input combinational | 15 | 23.1
timing repair buffer | 9 | 18.5
sequential | 8 | 41.1
tap | 46 | 11.8
Power and IR drop assume default switching activity.
