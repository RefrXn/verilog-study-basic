<file path="run.sh">
#!/bin/bash
# OpenROAD 26Q1-2900-gdf79404cd8, Yosys 0.63+post, stock flow scripts
make -C /OpenROAD-flow-scripts/flow DESIGN_CONFIG=/design/flow/config.mk WORK_HOME=/design/flow/orfs finish
</file>
<file path="config.mk">
export PLATFORM = sky130hd
export DESIGN_NAME = adder_pipe8
export DESIGN_NICKNAME = adder_pipe8
export VERILOG_FILES = /design/flow/design.v
export SDC_FILE = /design/flow/constraint.sdc
export NUM_CORES = 4
export LEC_CHECK = 1
export CORE_AREA = 10 10 70 70
export DIE_AREA = 0 0 80 80
</file>
<file path="constraint.sdc">
current_design adder_pipe8

set clk_period 3.9
set clk_io_pct 0.2

create_clock -name clk0 -period $clk_period [get_ports {clk}]

set non_clock_inputs [all_inputs -no_clocks]
set_input_delay [expr $clk_period * $clk_io_pct] -clock clk0 $non_clock_inputs
set_output_delay [expr $clk_period * $clk_io_pct] -clock clk0 [all_outputs]
</file>
<file path="design.v">
module adder_pipe8 (
    input  wire        clk,
    input  wire        rst_n,
    input  wire [7:0]  a,
    input  wire [7:0]  b,
    output reg  [7:0]  sum
);
    reg [7:0] sum_comb;
    always @(*) begin
        sum_comb = a + b;
    end
    always @(posedge clk) begin
        if (!rst_n)
            sum <= 8'b0000_0000;
        else
            sum <= sum_comb;
    end
endmodule
</file>
==> flow_summary.ini <==
; generated from flow reports
[outcome]
run_status = complete, no violations

[pwr]
p_clk_frac = 0.240
p_total_w = 0.000243
combPwrFrac = 0.376
ir_worst_vdd_uv = 49.0
power.net_switching_w = 0.0000623
power_frac_seq = 0.384
swShare = 0.256
power.internal_w = 0.000181
leakage_nw = 0.358
power_density_nw_per_um2 = 270

[yosys]
seq_area_frac_synth = 0.282
avgSynthCellArea_um2 = 9.79
ys_warn_count = 1
ys_area_um2 = 568
synth_cells = 58
ys_seq_elements = 8
synth_area_um2 = 568
synth_cell_types = 31
ys_cells = 58

[setup_path]
critPathArrivalTime_ns = 2.47
path_max_fanout = 3
cp-end-kind = flop
cp.required_ns = 4.06
cp-start-kind = input port
path_class = input port to flop

[final_timing]
fin_crit_sh = 0.591
drv_slew = 0
grt_setup_unrepaired = no
worst_pin_slew_ns = 0.304
final.min_clock_period_ns = 2.31
slew_headroom = 0.797
hold_viol_final = 0
finalSetupViolations = 0
max_freq_mhz = 434
worst_slack_ns = 1.59
setup_tns_ns = 0

[cells_and_area]
reg.largest.list = sum (8)
layout-drive-gt1-share = 0.163
final_cell_mix = clkdlybuf4s50_1, dfxtp_1, ha_1
regMostFlops = sum
lay_top_count = clkdlybuf4s50_1
largest_reg_flops = 8
final.fill_count = 371
finalCoreUtilization = 0.263
syn_to_final_growth_pct = 58.1

[clock_tree]
clk_path_buf_depth = 2
cts_tree = yes
cts_sinks = 8
cts-root-buf = clkbuf_4
cts_hold_repair.buffers = 0
clk_pin_slew_worst_paths_ns = 0.05
postCtsSetupBuffers = 0
cts-buffers-inserted = 3
cts_resized = 0
htree_levels = 1

[grt]
grt_use_met1 = 0.0480
grt_pass1_wl_um = 2320
grt_overflow_total = 0
grt_pass1_vias = 546
track_usage = 0.0438
grt_start_max_net_pins = 8
antenna_found_initial = 0
top_usage_layer = met2
grtUsageMet2 = 0.0738
grt_util_met3 = 0.0227

[routing]
viasPerCell = 3.83
first_pass_iters = 2
wl_per_cell_um = 10.3
routed_wl_um = 1360
drc = 0
vias = 506
ant_nets = 0
drt_iter0_markers = 11
antenna_cells = 0

[job]
drv_cap = 0
tool_warnings = 25

[die]
dieWidth_um = 80
core_util_floorplan = 0.166
die_h_um = 80
dieArea_um2 = 6400
rows = 21
core_um2 = 3420
num_io_pins = 26

[worst_hold_path]
min_path_cells = 3
hold_end = sum[3]
min_path_type = input port to flop
hp-start = rst_n

[place]
globalplace.congestion = 0.766
portBuffers = 25
dp_hpwl_um = 1250
preCtsSetupSlack_ns = 1.33
cells in the mapped netlist, drive strengths merged:
cell type  instances  share of area
ha                 7           0.15
o21ai              3          0.026
nor2               2          0.013
o21bai             1          0.013
and2               1          0.011
nand4              1          0.011
a211oi             2          0.035
o211a              1          0.018
nor3b              2          0.044
nand3              2          0.018
fa                 1          0.035
a21oi              4          0.042
o211ai             1          0.022
a31oi              1          0.011
o21a               2          0.026
a21o               1          0.013
nor3               5          0.053
nor2b              2          0.035
xor2               1          0.015
inv                6          0.040
dfxtp              8           0.28
or3                1          0.011
o31ai              2          0.059
nor4               1          0.011
per-layer routing:
| layer | share of wire | routed length, um |
|---|---|---|
| met1 | 0.39 | 527 |
| met5 | 0 | 0 |
| met2 | 0.47 | 646 |
| met4 | 0.012 | 16 |
| met3 | 0.12 | 170 |
critical path, stage by stage:
cell and delay [ns]:
clkdlybuf4s50_1 0.46, ha_1 0.21, inv_1 0.07, fa_1 0.41, nor2b_4 0.16, o21a_1 0.14
nor3_1 0.05, nor3_1 0.19
logic make-up (layout without fill, tap and decap cells):
family	count (synthesis)	in the layout	synth area share
xor gates and xnor gates	1	1	0.0154
AOI/OAI and AO/OA	18	18	0.267
buffers and inverters	6	34	0.0396
DFF	8	8	0.282
adders and majority gates	8	8	0.189
and+or+nand+nor	17	17	0.207
power groups by stage:
stage	logic [W]	registers [W]	clock network (W)
CTS	0.0000931	0.0000934	0.0000611
global route	0.000102	0.0000944	0.0000704
finish	0.0000913	0.0000933	0.0000583
through the flow:
stage	cell area (um^2)	hold WS, ns	std cells
6_report	898	1.24	132
5_1_grt	898	1.24	132
4_1_cts	898	1.24	132
3_5_place_dp	876	1.46	129
3_3_place_gp	876	1.45	129
2_1_floorplan	568	0.902	58
final cells by class:
cell class | instances | area, um^2 | share of cell area
sequential | 8 | 160 | 0.178
inverter | 6 | 22.5 | 0.0251
tap | 46 | 57.6 | 0.0641
multi-input combinational | 44 | 385 | 0.429
timing repair buffer | 25 | 250 | 0.279
clock buffer | 3 | 22.5 | 0.0251
worst max path at each step:
| stage | end | startpoint | cells past startpoint |
|---|---|---|---|
| 4_1_cts | sum[4] | a[0] | 8 |
| 5_1_grt | sum[4] | b[0] | 8 |
| 6_report | sum[4] | a[0] | 8 |
Power figures rest on the tool's default switching activity, not on a simulated workload.
